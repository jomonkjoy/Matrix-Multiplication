## flow/design.v

```verilog
module multiply_acc #(
  parameter DATA_WIDTH = 16
) (
  input  logic clk,
  input  logic reset,
  input  logic load,
  input  logic [DATA_WIDTH-1:0] a,
  input  logic [DATA_WIDTH-1:0] b,
  output logic [2*DATA_WIDTH-1:0] acc
);
  localparam ZERO = {2*DATA_WIDTH{1'b0}};
  logic signed [1*DATA_WIDTH-1:0] a_reg;
  logic signed [1*DATA_WIDTH-1:0] b_reg;
  logic signed [2*DATA_WIDTH-1:0] mul_reg;
  logic signed [2*DATA_WIDTH-1:0] acc_reg;
  logic signed [2*DATA_WIDTH-1:0] acc_int;
  assign acc_int = load ? ZERO : acc_reg;
  always_ff @(posedge clk) begin
    a_reg <= a;
    b_reg <= b;
    mul_reg <= a_reg * b_reg;
    acc_reg <= acc_int + mul_reg;
  end
  assign acc = acc_reg;
endmodule
```

## flow/constraint.sdc

```tcl
current_design multiply_acc

set clk_period 27.7
set clk_io_pct 0.2

create_clock -name clk0 -period $clk_period [get_ports {clk}]

set non_clock_inputs [all_inputs -no_clocks]
set_input_delay [expr $clk_period * $clk_io_pct] -clock clk0 $non_clock_inputs
set_output_delay [expr $clk_period * $clk_io_pct] -clock clk0 [all_outputs]
```

## flow/config.mk

```make
export PLATFORM = sky130hd
export DESIGN_NAME = multiply_acc
export DESIGN_NICKNAME = multiply_acc
export VERILOG_FILES = /design/flow/design.v
export SDC_FILE = /design/flow/constraint.sdc
export NUM_CORES = 4
export LEC_CHECK = 1
export CORE_UTILIZATION = 30
```

## flow/run.sh

```bash
#!/bin/bash
# OpenROAD 26Q1-2900-gdf79404cd8, Yosys 0.63+post, stock flow scripts
make -C /OpenROAD-flow-scripts/flow DESIGN_CONFIG=/design/flow/config.mk WORK_HOME=/design/flow/orfs finish
```

==> results.json <==
{
  "crit_type": "in -> reg",
  "via_per_inst": 4.44,
  "maxCapViolations": 0,
  "cts.sinks": 96,
  "yosys_area_um2": 13700,
  "ant_nets": 0,
  "min_period_ns": 8.74,
  "antenna_found_initial": 0,
  "synth.ff_latch_count": 96,
  "grt_pass1_vias": 10100,
  "setup_viol": 0,
  "critPathArrivalTime_ns": 8.98,
  "dr_total_vias": 9345,
  "drtIter0Drc": 434,
  "cts_tree": "yes",
  "slowest_delay_ns": 0.44,
  "num_antenna_cells": 0,
  "clk_pin_slew_ns": 0.08,
  "drtPass1Iterations": 6,
  "dieHeight_um": 216,
  "hold_buffers": 0,
  "edf_count": 0,
  "clk_latency_ns": 0.38,
  "worstHoldStart": "mul_reg[0]",
  "grt_setup_unrepaired": "no",
  "syn-cell-area_um2": 13700,
  "ff_type": "dfxtp_1",
  "layout_top_cell": "inv_1",
  "hpwl_um": 23900,
  "outcome": "finished, final reports clean",
  "log.warning_count": 26,
  "gp_congestion": 0.882,
  "grt_use_total": 0.144,
  "yosys-stat-cells": 1464,
  "max_freq_mhz": 114,
  "timing.rr.end": "mul_reg[31]",
  "hold_end": "acc_reg[0]",
  "async_reset_ff_frac": 0,
  "hp-class": "reg -> reg",
  "worstPathCellList": "clkdlybuf4s50_1, buf_4, nor2b_1, ha_1, inv_1, fa_1, nor2b_1, o31a_1, o221a_2, o21bai_2, a31oi_2, a31oi_1, a211oi_1, o311ai_1",
  "required_ns": 27.94,
  "die-area_um2": 46600,
  "synthCells": 1464,
  "timing.final.crit_share": 0.315,
  "start_kind": "input port",
  "root_buffer": "clkbuf_16",
  "crit_path_end_kind": "flip-flop",
  "drc": 0,
  "fp_util": 0.307,
  "syn2layout_area_growth_pct": 11.7,
  "ff2ff_setup_slack_ns": 20.98,
  "worst_slew_pin_slew_ns": 0.820,
  "grt_max_degree": 33,
  "worstRegToRegCells": 17,
  "grt_overflow_total": 0,
  "fin_skew_ns": 0.0118,
  "yosysUniqueCellTypes": 64,
  "hold_viol": 0,
  "drv_slew": 0,
  "cts_buffers": 9,
  "avgSynthCellArea_um2": 9.37,
  "io_buffers": 65,
  "crit_path_top_delay_cell": "fa_1",
  "path_common_cell": "nor2b_1",
  "core.rowCount": 77,
  "placed_area_um2": 15000,
  "grt_pass1_wl_um": 51500,
  "final_cell_area_um2": 15300,
  "worstHoldPathCells": 1,
  "routed_wl_um": 29200,
  "ys_seq_frac": 0.140,
  "post_cts_resized": 0,
  "nFillCells": 4511,
  "die_w_um": 216,
  "postCtsSetupBuffers": 0,
  "crit_fanout": 32,
  "core_region_area_um2": 44700,
  "relSlewSlack": 0.453,
  "h-tree-depth": 3,
  "worstReg2RegStart": "b_reg[2]",
  "final_layout_top_logic_cells": "335 x inv_1, 263 x fa_1, 141 x nand2_1, 125 x and2_1, 113 x ha_1",
  "finalSetupTns_ns": 0,
  "pin_count": 67,
  "ys_warn_count": 1,
  "cts.path.max_buffers": 2,
  "layout-drive-gt1-share": 0.0311,
  "wl_per_cell_um": 13.9
}
## worst max-delay path by stage
stage / startpoint / endpoint / depth (start not counted)
after CTS: load / acc_reg[30] / 14
after global routing: load / acc_reg[30] / 14
final: load / acc_reg[30] / 14
## cell type report
class | count | area [um^2] | share of cell area
timing repair buffer | 70 | 688 | 0.0449
tap | 592 | 741 | 0.0483
multi-input combinational | 995 | 10400 | 0.678
clock buffer | 9 | 225 | 0.0147
clock inverter | 7 | 96.3 | 0.00629
inverter | 335 | 1260 | 0.0820
sequential | 96 | 1920 | 0.125
## Yosys cell counts (all sizes together) (3+ instances only)
library cell	number	area [um^2]
o211ai	5	37.5
nand2b	10	62.6
nand2	141	529
xnor2	50	438
nand4	4	25.0
o21a	11	82.6
nor2	38	143
o21ba	3	30.0
or2	5	31.3
ha	113	1410
a21o	16	120
a211o	3	26.3
a2111oi	3	32.5
nand3	10	50.1
o21bai	8	67.6
and2	125	782
clkbuf	37	139
and3	4	25.0
o21ai	25	133
o31ai	6	45.0
a31o	5	43.8
nor2b	33	206
a31oi	5	37.5
dfxtp	96	1920
fa	263	5270
a21oi	49	260
xor2	10	87.6
a211oi	8	65.1
inv	335	1260
nor3	10	50.1
## critical path: cells and delay by family
| kind | cells | cell delay (ns) |
|---|---|---|
| AOI/OAI and AO/OA | 7 | 1.75 |
| adders and majority gates | 2 | 0.67 |
| and+or+nand+nor | 2 | 0.31 |
| buffers and inverters | 3 | 0.72 |
## per-stage QoR
| step | cells | setup WS (ns) | utilization | hold slack, ns |
|---|---|---|---|---|
| after floorplan | 1464 | 19.72 | - | 0.432 |
| after global placement | 2088 | 18.55 | 0.336 | 0.440 |
| after detailed placement | 2088 | 18.57 | 0.336 | 0.457 |
| after CTS | 2104 | 18.94 | 0.343 | 0.475 |
| after global routing | 2104 | 18.72 | 0.343 | 0.499 |
| final | 2104 | 18.96 | 0.343 | 0.475 |
## logic make-up (layout without fill, tap and decap cells)
logic type               count (synthesis)  in the layout  share of synthesized area
AND-OR/OR-AND                          167            167                     0.0869
XOR/XNOR                                60             60                     0.0383
adder cells (fa/ha/maj)                376            376                      0.487
buffers and inverters                  373            421                      0.102
flip-flops                              96             96                      0.140
multiplexers                             2              2                    0.00146
AND/OR/NAND/NOR                        390            390                      0.144
## metal layers
| layer | vias to the layer above | share of wire | track usage |
|---|---|---|---|
| met3 | 23 | 0.060 | 0.0395 |
| met2 | 187 | 0.48 | 0.239 |
| met1 | 4570 | 0.45 | 0.201 |
| li1 | 4565 | - | - |
| met4 | 0 | 0.012 | 0.0121 |
| met5 | - | 0 | 0 |
