==> design/flow/design.v <==
module byte_write_spram #(
  parameter ADDR_DEPTH = 32,
  parameter ADDR_WIDTH = 32,
  parameter DATA_WIDTH = 32
) (
  input  logic clk,
  input  logic mem_if_write,
  input  logic [ADDR_WIDTH-1:0] mem_if_address,
  input  logic [DATA_WIDTH-1:0] mem_if_write_data,
  input  logic [DATA_WIDTH/8-1:0] mem_if_write_strb,
  output logic [DATA_WIDTH-1:0] mem_if_read_data
);
  localparam ADDR_LSB = $clog2(DATA_WIDTH/8);
  localparam ADDR_MSB = $clog2(ADDR_DEPTH)+ADDR_LSB;
  logic [DATA_WIDTH/8-1:0][7:0] mem [ADDR_DEPTH];
  genvar i;
  generate for (i=0; i<DATA_WIDTH/8; i++) begin : write_byte
  always_ff @(posedge clk) begin
    if (mem_if_write) begin
      if (mem_if_write_strb[i]) begin
        mem[mem_if_address[ADDR_MSB-1:ADDR_LSB]][i] <= mem_if_write_data[8*i+:8];
      end
    end
  end
  end endgenerate
  always_ff @(posedge clk) begin
    mem_if_read_data <= mem[mem_if_address[ADDR_MSB-1:ADDR_LSB]];
  end
endmodule
==> design/flow/run.sh <==
#!/bin/bash
# OpenROAD 26Q1-2900-gdf79404cd8, Yosys 0.63+post, stock flow scripts
make -C /OpenROAD-flow-scripts/flow DESIGN_CONFIG=/design/flow/config.mk WORK_HOME=/design/flow/orfs finish
==> design/flow/config.mk <==
export PLATFORM = sky130hd
export DESIGN_NAME = byte_write_spram
export DESIGN_NICKNAME = byte_write_spram
export VERILOG_FILES = /design/flow/design.v
export SDC_FILE = /design/flow/constraint.sdc
export NUM_CORES = 4
export LEC_CHECK = 1
export CORE_UTILIZATION = 40
==> design/flow/constraint.sdc <==
current_design byte_write_spram

set clk_period 8.0
set clk_io_pct 0.2

create_clock -name clk0 -period $clk_period [get_ports {clk}]

set non_clock_inputs [all_inputs -no_clocks]
set_input_delay [expr $clk_period * $clk_io_pct] -clock clk0 $non_clock_inputs
set_output_delay [expr $clk_period * $clk_io_pct] -clock clk0 [all_outputs]
==> impl_metrics.json <==
{
  "dp_slack_ns": 2.92,
  "synth_area_leader_cell": "edfxtp_1",
  "cts_tree": "built",
  "place_hpwl_mm": 54.4,
  "slowest_delay_ns": 0.81,
  "cts_setup_buffers": 0,
  "numPortBuffers": 74,
  "fin_skew_ns": 0.0192,
  "relSlewSlack_pct": 40.0,
  "drt_iter0_markers": 1228,
  "grt_max_degree": 112,
  "cts_sinks": 1056,
  "yosys.area.top_type_share_pct": 76.5,
  "cp_data_required_time_ns": 8.28,
  "tightest_slew_ns": 0.892,
  "ys.flops": 1056,
  "areaGrowthSynthToFinish_pct": 13.5,
  "cts_buffers": 102,
  "finalSetupViolations": 0,
  "outcome": "finished clean",
  "core_um2": 99000,
  "ys_cells": 2230,
  "ys_area_um2": 40200,
  "syn_area_um2": 40200,
  "die_x_um": 319,
  "startpoint_type": "input port",
  "worst_slack_ns": 3.62,
  "cts_hold_buf": 0,
  "layout_worst_path_cycle_share_pct": 54.7,
  "placedCellCount": 3521,
  "drv_slew": 0,
  "die_h_um": 319,
  "crit_path_end_kind": "register",
  "warnings": 55,
  "antenna_found_initial": 4,
  "synth_cells": 2230,
  "place.gp.congestion": 0.842,
  "max_freq_ghz": 0.229,
  "ys_types": 23,
  "leakage_nw": 15.5,
  "max-vdd-ir-drop_v": 0.000163,
  "vias": 20000,
  "synth_seq_share_pct": 78.1,
  "cap_violations": 0,
  "ys_warn_count": 1,
  "drt-total-wl_mm": 88.6,
  "ioPinCount": 102,
  "layout_min_cycle_time_ns": 4.38,
  "fin_util_pct": 46.1,
  "clock_path_buffers": 3,
  "hold_path_class": "reg -> reg",
  "stdcell_count": 3709,
  "p_per_area_nw_per_um2": 247,
  "crit_type": "in -> reg",
  "avgSynthCellArea_um2": 18.0,
  "area_leaders": "edfxtp_1 (76%), mux2i_1 (13%), o22ai_1 (4.0%)",
  "grt_use_met2_pct": 29.5,
  "slowest_stage": "nor2_1",
  "vias_per_cell": 5.40,
  "hold_ws_ns": 0.680,
  "cp_cell_sequence": "buf_8, buf_4, nor2b_1, nand3_1, nor2_1",
  "lay_top_count": "edfxtp_1",
  "antenna_left": 0,
  "fin_tns_setup_ns": 0,
  "rsz0062_at_grt": "false",
  "grt_overflow": 0,
  "h-tree-depth": 3,
  "crit_fanout": 73,
  "drive_gt1_share_pct": 9.34,
  "cts_resized": 0,
  "core_util_floorplan_pct": 40.6,
  "rows": 115,
  "path_clk_slew_ns": 0.06,
  "die_area_um2": 102000,
  "met3_usage_pct": 10.3,
  "crit_arrival_ns": 4.65,
  "fillCellCount": 8033,
  "grt_busiest_layer": "met2",
  "use_met1_pct": 25.3,
  "cts_root_buf": "clkbuf_16",
  "drcViolationCount": 0,
  "track_usage_pct": 19.1,
  "hold_viol_final": 0,
  "first_pass_iters": 5,
  "final_cell_mix": "edfxtp_1 (1024), mux2i_1 (512), o22ai_1 (256), nor2_1 (130), clkbuf_16 (108)",
  "wire_per_inst_um": 23.9,
  "grt_first_pass_wirelength_mm": 132,
  "clkLatencyLatePin_ns": 0.66,
  "grt_pass1_vias": 21300
}
==> stage by stage <==
step           power [mW]  area, um2
5_1_grt              11.6      45600
3_5_place_dp         6.78      42400
3_3_place_gp         6.77      42400
6_report             11.3      45600
4_1_cts              11.4      45600
2_1_floorplan        6.50      40200
==> synthesized netlist by cell type, drive strengths merged <==
master   number
or3           1
clkbuf       33
nand4bb       6
or4b          4
mux2i       512
buf         105
nand2        33
o22ai       256
nor2b         2
nand4         5
nand4b        4
edfxtp     1024
dfxtp        32
or3b          2
or4           1
nor2        130
nand3        13
nand3b        3
nor4         64
==> report_power, final <==
part	internal, mW	total, mW	switching [mW]
logic	0.194	0.521	0.326
clock network	2.71	4.63	1.93
registers	6.12	6.14	0.0139
total	9.03	11.3	2.27
==> worst paths after layout <==
check / start / to / slack (ns) / cells past startpoint
setup reg to reg: mem[26][24] / mem_if_read_data[24] / 6.10 / 4
hold / removal: mem[9][5] / mem_if_read_data[5] / 0.68 / 4
setup / recovery: mem_if_address[3] / mem[22][22] / 3.62 / 5
hold reg to reg: mem[9][5] / mem_if_read_data[5] / 0.68 / 4
==> sequential cells by signal, summed over array words and instances (netlist names) <==
register	count
mem	1024
mem_if_read_data	32
==> final cells by class <==
cell class | count | area (um2) | share of cell area [%]
Antenna cell | 2 | 5.00 | 0.0110
Clock buffer | 142 | 2890 | 6.33
Clock inverter | 44 | 385 | 0.844
Multi-Input combinational cell | 1036 | 8090 | 17.7
Timing Repair Buffer | 142 | 1280 | 2.81
Tap cell | 1287 | 1610 | 3.53
Sequential cell | 1056 | 31400 | 68.8
==> routing by layer <==
layer | vias up | share of wire, %
met5 | - | 0.12
met3 | 133 | 12
li1 | 9188 | -
met4 | 6 | 2.3
met1 | 9918 | 37
met2 | 789 | 49
==> critical path, delay by kind of cell <==
| kind | cells | cell delay [ns] |
|---|---|---|
| buf+inv | 2 | 1.09 |
| simple gates | 3 | 1.85 |
==> cells by family after synthesis <==
| group | count (synthesis) | share of synthesized area, % |
|---|---|---|
| buffers and inverters | 138 | 1.89 |
| AND/OR/NAND/NOR | 268 | 3.31 |
| flip-flops | 1056 | 78.1 |
| AND-OR/OR-AND | 256 | 3.98 |
| multiplexers | 512 | 12.7 |
Power is estimated from default activity; no workload was simulated.
